File: /design/flow/config.mk
export PLATFORM = sky130hd
export DESIGN_NAME = REGISTER
export DESIGN_NICKNAME = REGISTER
export VERILOG_FILES = /design/flow/design.v
export SDC_FILE = /design/flow/constraint.sdc
export NUM_CORES = 4
export LEC_CHECK = 1
export CORE_UTILIZATION = 30
File: /design/flow/constraint.sdc
current_design REGISTER

set clk_period 1.0
set clk_io_pct 0.2

create_clock -name clk0 -period $clk_period [get_ports {clk}]

set non_clock_inputs [all_inputs -no_clocks]
set_input_delay [expr $clk_period * $clk_io_pct] -clock clk0 $non_clock_inputs
set_output_delay [expr $clk_period * $clk_io_pct] -clock clk0 [all_outputs]
File: /design/flow/design.v
module D_FF (q, d, reset, clk);
 output reg q;
 input d, reset, clk;
 always_ff @(posedge clk)
 if (reset)
 q <= 0;  
 else
 q <= d;  
 endmodule 
`timescale 1ns/10ps
module D_FF_enable (q, d, enable, clk);
 output reg q;
 input d, clk, enable;
 logic d1, q1;
 D_FF dff (.q(q1),  .d(d1), .reset(1'b0), .clk);
 MUX2_1 mux2_1 (.a(q1), .b(d), .sel(enable), .out(d1));
 assign q = q1;
 endmodule 
`timescale 1ns/10ps
module MUX2_1 (a, b, sel,  out);   
	output logic  out;   
	input  logic  a, b, sel;   
	logic i_a, i_b, not_sel;  
	parameter DELAY = 0.05;
	not #DELAY negateSel (not_sel, sel);
	and #DELAY ANDa (i_a, a, not_sel);
	and #DELAY ANDb (i_b, b, sel);
	or  #DELAY OR4out (out, i_a, i_b);  
endmodule 
module MUX2_1_testbench();
 logic i0, i1, sel;
 logic out;
 MUX2_1 dut (.a(i0), .b(i1), .sel, .out);
 initial begin
	 sel=0; i0=0; i1=0; #10;
	 sel=0; i0=0; i1=1; #10;
	 sel=0; i0=1; i1=0; #10;
	 sel=0; i0=1; i1=1; #10;
	 sel=1; i0=0; i1=0; #10;
	 sel=1; i0=0; i1=1; #10;
	 sel=1; i0=1; i1=0; #10;
	 sel=1; i0=1; i1=1; #10;
 end
endmodule 
`timescale 1ns/10ps
module REGISTER #(parameter WIDTH=64) (q, d, enable, clk);   
	output logic  [WIDTH-1:0]  q;   
	input  logic  [WIDTH-1:0]  d;   
	input  logic               enable, clk; 
	genvar i; 
	generate     
		for(i=0; i<WIDTH; i++) begin : ind_Dff       
			D_FF_enable enabledDFF (.q(q[i]),  .d(d[i]), .enable,  .clk);   
		end   
	endgenerate 
endmodule 
File: /design/flow/run.sh
#!/bin/bash
# OpenROAD 26Q1-2900-gdf79404cd8, Yosys 0.63+post, stock flow scripts
make -C /OpenROAD-flow-scripts/flow DESIGN_CONFIG=/design/flow/config.mk WORK_HOME=/design/flow/orfs finish
==> impl_metrics.env <==
# source this file to load flow results
export IMPL_outcome="finished, violations left"
export IMPL_violations="setup timing"
export IMPL_synth_flops=64
export IMPL_seq_area_mm2=0.00192
export IMPL_yosys_warnings=2
export IMPL_overflow=0
export IMPL_vias_per_cell=3.64
export IMPL_vias=1136
export IMPL_dpl_hpwl_mm=2.77
export IMPL_crit_fanout=1
export IMPL_final_area_mm2=0.00323
export IMPL_syn_avg_cell_area_um2=18.8
export IMPL_synth_main_ff_cell="edfxtp_1"
export IMPL_grt_max_degree=37
export IMPL_grt_pass1_vias=1163
export IMPL_synth_edff_count=64
export IMPL_slowest_delay_ns=0.40
export IMPL_wl_per_cell_um=12.0
export IMPL_worstSetupEndpoint="q[24]"
export IMPL_power_switching_share_pct=18.4
export IMPL_drt_total_wl_mm=3.74
export IMPL_tightest_slew_ns=0.194
export IMPL_die_h_um=91.5
export IMPL_syn_cell_area_mm2=0.00240
export IMPL_leakagePower_uw=0.00124
export IMPL_finalSetupViolCount=34
export IMPL_ys_sh_simple_pct=0
export IMPL_power_uw=5700
export IMPL_rows=32
export IMPL_chipArea_mm2=0.00837
export IMPL_gp_congestion=0.671
export IMPL_arrival_ns=0.86
export IMPL_drive_above_1_share_pct=38.1
export IMPL_power_density_mw_per_mm2=1760
export IMPL_fin_ws_ns=-0.0561
export IMPL_ctsHoldBuffers=0
export IMPL_cts_inserted_buffers=9
export IMPL_rsz0062_at_grt="true"
export IMPL_n_antenna_cell=0
export IMPL_worstSetupPathType="reg -> out"
export IMPL_ir_drop_uv=1030
export IMPL_io_buffers=129
export IMPL_crit_buf_inv=1
export IMPL_firstDrtPassIters=4
export IMPL_antenna_left=0
export IMPL_synthAoiAreaFrac_pct=0
export IMPL_synthTopCellsByCount="64 x buf_4, 64 x edfxtp_1"
export IMPL_die_x_um=91.5
export IMPL_async_reset_ff_share_pct=0
export IMPL_h_tree_depth=3
export IMPL_synth_xor_area_share_pct=0
export IMPL_synth_adder_area_share_pct=0
export IMPL_post_route_util_pct=41.8
export IMPL_area_leaders="edfxtp_1 80%, buf_4 20%"
export IMPL_pre_cts_ws_ns=-0.0305
export IMPL_cts_tree="done"
export IMPL_logic_area_um2=0
export IMPL_maxCapViolCount=0
export IMPL_cts_buffer_depth=2
export IMPL_ys_seq_share_pct=80.0
export IMPL_top_area_cell="edfxtp_1"
export IMPL_ys_types=2
export IMPL_hold_violations=0
export IMPL_crit_chain="buf_2"
export IMPL_grt_total_usage_pct=9.71
export IMPL_fp_utilization_pct=31.1
export IMPL_synthMuxAreaShare_pct=0
export IMPL_cts_setup_buffers=0
export IMPL_p_seq_share_pct=56.6
export IMPL_antenna_found_initial=0
export IMPL_crit_path_start_kind="register"
export IMPL_tool_warnings=27
export IMPL_p_comb_share_pct=8.1
export IMPL_top_area_share_pct=80.0
export IMPL_core_area_mm2=0.00773
export IMPL_crit_path_end_kind="output port"
export IMPL_fmax_mhz=947
export IMPL_logic_family="buffers and inverters"
export IMPL_hold_path_class="in -> reg"
export IMPL_finalClockPeriodUsage_pct=106
export IMPL_final_min_clock_period_ns=1.06
export IMPL_cts_sinks=64
export IMPL_path_depth=1
export IMPL_netSwitchingPower_uw=1050
export IMPL_area_growth_pct=34.5
export IMPL_dpl_cell_area_mm2=0.00338
export IMPL_crit_family="flip-flops"
export IMPL_slowest_stage="edfxtp_1"
export IMPL_syn_inst=128
export IMPL_power_frac_clock_pct=35.3
export IMPL_comb_cells=0
export IMPL_cts_reportedPaths_clkPinSlew_ns=0.07
export IMPL_yosys_area_mm2=0.00240
export IMPL_ys_cells=128
export IMPL_ios=130
export IMPL_slew_viol_final=0
export IMPL_grt_pass1_wl_mm=5.84
export IMPL_required_ns=0.80
export IMPL_cts_root_buf="clkbuf_8"
export IMPL_drtIter0Drc=55
export IMPL_fill_cells=729
export IMPL_max_slew_margin_pct=87.1
export IMPL_drc=0
export IMPL_power_internal_uw=4650
through the flow:
step	cells	hold slack, ns	setup TNS (ns)
4_1_cts	312	0.334	-1.91
6_report	312	0.350	-0.308
2_1_floorplan	128	0.299	0
3_3_place_gp	297	0.698	-0.0283
3_5_place_dp	297	0.698	-0.0305
5_1_grt	312	0.339	-3.59
cells by family (layout without fill, tap and decap cells):
logic type,after synthesis,after routing
flops,64,64
buf+inv,64,146
metal layers:
metal / wire [µm] / track usage, %
met1: 1480 / 14.1
met2: 1670 / 13.7
met3: 536 / 5.36
met4: 59 / 1.98
met5: 0 / 0
worst min-delay path by stage:
stage	from	end	slack [ns]	cells after the start
finish	enable	register	0.35	2
global route	enable	register	0.34	2
CTS	enable	register	0.33	2
cell type report:
| type | instances | share of cell area [%] |
|---|---|---|
| sequential | 64 | 59.5 |
| clock buffer | 10 | 3.95 |
| tap | 102 | 3.95 |
| timing repair buffer | 131 | 31.1 |
| clock inverter | 5 | 1.51 |
layout by cell type (no fill, tap or decap):
cell             instances
buf_12                   2
buf_2                   65
bufinv_16                1
clkbuf_1                 1
clkbuf_8                 9
clkdlybuf4s50_1         64
clkinv_1                 1
clkinv_2                 3
edfxtp_1                64
power groups by stage:
stage	Combinational, µW	Clock [µW]	Sequential (µW)
4_1_cts	473	2100	3230
5_1_grt	507	2220	3250
6_report	461	2010	3230
timing repair:
action / 4_1_cts / 5_1_grt
gates resized: 193 / 0
pin swaps: 0 / 0
endpoints found under the setup margin: 64 / 64
Power and IR drop assume default switching activity.
