File: flow/run.sh
#!/bin/bash
# OpenROAD 26Q1-2900-gdf79404cd8, Yosys 0.63+post, stock flow scripts
make -C /OpenROAD-flow-scripts/flow DESIGN_CONFIG=/design/flow/config.mk WORK_HOME=/design/flow/orfs finish
File: flow/config.mk
export PLATFORM = sky130hd
export DESIGN_NAME = payItForward
export DESIGN_NICKNAME = payItForward
export VERILOG_FILES = /design/flow/design.v
export SDC_FILE = /design/flow/constraint.sdc
export NUM_CORES = 4
export LEC_CHECK = 1
export CORE_AREA = 10 10 178 178
export DIE_AREA = 0 0 188 188
File: flow/constraint.sdc
current_design payItForward

set clk_period 24.9
set clk_io_pct 0.2

create_clock -name clk0 -period $clk_period [get_ports {clk}]

set non_clock_inputs [all_inputs -no_clocks]
set_input_delay [expr $clk_period * $clk_io_pct] -clock clk0 $non_clock_inputs
set_output_delay [expr $clk_period * $clk_io_pct] -clock clk0 [all_outputs]
File: flow/design.v
`timescale 1ns/10ps
module payItForward (Rn_RF, Rm_RF, Rd_EX, Rd_MEM, Rd_RF, negative, zero, overflow,
 carry_out, Opcode_RF, OPcode_MEM, Opcode_EX, CBZ_zeroFlag, zero_control, overflow_control, 
 carryout_control, negative_control, ExecStageOutput_EX, ExecStageOutput_MEM, clk, Output_LogicA, Output_LogicB, flagA, flagB, DataFromMem);
input logic negative, zero, overflow, carry_out, CBZ_zeroFlag, clk; 
input logic [10:0] Opcode_RF, Opcode_EX, OPcode_MEM;
input logic [63:0] ExecStageOutput_EX, ExecStageOutput_MEM, DataFromMem;
output logic [63:0] Output_LogicA, Output_LogicB;
output logic flagA, flagB, zero_control, overflow_control, carryout_control, negative_control; 
input logic [4:0] Rn_RF, Rm_RF, Rd_EX, Rd_MEM, Rd_RF;
logic EX_forwardA, EX_forwardB,  MEM_forwardA, MEM_forwardB;
logic [63:0] EX_LogicA, EX_LogicB, MEM_LogicA, MEM_LogicB; 
logic negative_Flag, zero_Flag, overflow_Flag, carryout_Flag;
parameter 
ADDI = 11'b1001000100x,
ADDS = 11'b10101011000,
AND =  11'b10001010000,
B =    11'b000101xxxxx,
BLT =  11'b01010100xxx,
CBZ =  11'b10110100xxx,
EOR =  11'b11001010000,
LDUR = 11'b11111000010,
LSR =  11'b11010011010,
STUR = 11'b11111000000,
SUBS = 11'b11101011000;
always_ff @(posedge clk) begin  
	if((Opcode_EX == SUBS) || (Opcode_EX == ADDS)) begin
		negative_Flag <= negative;
		zero_Flag <= zero;
		overflow_Flag <= overflow;
		carryout_Flag <= carry_out;
	end
end
always_comb begin  
	if(Opcode_RF[10:3] == 8'b10110100)begin  
		zero_control = CBZ_zeroFlag; 
	end
	else if((Opcode_EX == 11'b11101011000) || (Opcode_EX == 11'b10101011000))begin  
		zero_control = zero;
	end
	else begin
		zero_control = zero_Flag;
	end
	if((Opcode_EX == 11'b11101011000) || (Opcode_EX == 11'b10101011000))begin  
		overflow_control = overflow;
		carryout_control = carry_out;
		negative_control = negative;
	end
	else begin
		overflow_control = overflow_Flag;
		carryout_control = carryout_Flag;
		negative_control = negative_Flag;
	end
end
always_comb begin 
	if((Opcode_RF[10:3] == 8'b10110100) || (Opcode_RF == STUR)) begin  
		if(Rd_RF == Rd_EX)begin 
			if (Rd_RF == 5'b11111) begin  
				Output_LogicB = 64'b0;
			end 
			else begin
				Output_LogicB = EX_LogicB;
			end
			flagB = EX_forwardB;
			end
		else if (Rd_RF == Rd_MEM)begin
			if (Rd_RF == 5'b11111) begin  
				Output_LogicB = 64'b0;
			end 
			else begin
				Output_LogicB = MEM_LogicB;
			end
			flagB = MEM_forwardB;
			end
		else begin
			flagB = 0;
			Output_LogicB = 64'bx;
			end
	end 
	else begin
		if(Rm_RF == Rd_EX)begin 
			if (Rm_RF == 5'b11111) begin  
				Output_LogicB = 64'b0;
			end 
			else begin
				Output_LogicB = EX_LogicB;
			end
			flagB = EX_forwardB;
			end
		else if (Rm_RF == Rd_MEM)begin
			if (Rm_RF == 5'b11111) begin 
				Output_LogicB = 64'b0;
			end 
			else begin
				Output_LogicB = MEM_LogicB;
			end
			flagB = MEM_forwardB;
			end
		else begin
			flagB = 0;
			Output_LogicB = 64'bx;
		end
	end
	if(Rn_RF == Rd_EX)begin 
		flagA = EX_forwardA;
		if (Rn_RF == 5'b11111) begin 
			Output_LogicA = 64'b0;
		end 
		else begin
			Output_LogicA = EX_LogicA;
		end
	end
	else if (Rn_RF == Rd_MEM)begin
		if (Rn_RF == 5'b11111) begin 
			Output_LogicA = 64'b0;
		end 
		else begin
			Output_LogicA = MEM_LogicA;
		end
		flagA = MEM_forwardA;
	end
	else begin
		flagA = 0;
		Output_LogicA = 64'bx;
	end
end
always_comb begin
	casex(Opcode_EX)
		ADDI, ADDS, AND, EOR, LSR, SUBS: begin 
				casex(Opcode_RF) 
				CBZ:begin
						EX_forwardA = 0;
						EX_LogicA  = 64'bx;
						if(Rd_RF == Rd_EX)begin
						EX_forwardB = 1;
						EX_LogicB = ExecStageOutput_EX;
						end
						else begin
						EX_forwardB = 0;
						EX_LogicB = 64'bx; 
						end
				end
				LSR, LDUR, ADDI: begin
						EX_forwardB = 0;
						EX_LogicB = 64'bx;
						if(Rn_RF == Rd_EX)begin
							EX_forwardA = 1;
							EX_LogicA = ExecStageOutput_EX;
						end
						else begin
						EX_forwardA = 0;
						EX_LogicA = 64'bx;
						end
				end
				STUR: begin
						if(Rd_RF == Rd_EX)begin
							EX_forwardB = 1;		
							EX_LogicB = ExecStageOutput_EX;
						end
						else begin
							EX_forwardB = 0;
							EX_LogicB = 64'bx;
						end
						if(Rn_RF == Rd_EX)begin
							EX_forwardA = 1;			
							EX_LogicA = ExecStageOutput_EX;
						end
						else begin
							EX_forwardA = 0;
							EX_LogicA = 64'bx;
						end
				end
				default: begin
					if(Rm_RF == Rd_EX)begin
						EX_forwardB = 1;		
						EX_LogicB = ExecStageOutput_EX;
					end
					else begin
						EX_forwardB = 0;
						EX_LogicB = 64'bx;
					end
					if(Rn_RF == Rd_EX)begin  
						EX_forwardA = 1;			
						EX_LogicA = ExecStageOutput_EX;
					end
					else begin
						EX_forwardA = 0;
						EX_LogicA = 64'bx;
					end
				end
			endcase
			end
		LDUR: begin 
			EX_forwardA = 0;
			EX_LogicA  = 64'bx;
			EX_forwardB = 0;
			EX_LogicB = 64'bx;
			end
		default: begin
			EX_forwardA = 0;
			EX_LogicA  = 64'bx;
			EX_forwardB = 0;
			EX_LogicB = 64'bx;
			end
	endcase
	casex(OPcode_MEM)
		ADDI, ADDS, AND, EOR, LSR, SUBS: begin 
				casex(Opcode_RF)
					CBZ:begin
							MEM_forwardA = 0;
							MEM_LogicA  = 64'bx;
						if(Rd_RF == Rd_MEM)begin
							MEM_forwardB = 1;
							MEM_LogicB = ExecStageOutput_MEM;
						end
						else begin
							MEM_forwardB = 0;
							MEM_LogicB = 64'bx;
						end
					end
					LSR, LDUR, ADDI: begin
							MEM_forwardB = 0;
							MEM_LogicB = 64'bx;
						if(Rn_RF == Rd_MEM)begin
							MEM_forwardA = 1;
							MEM_LogicA = ExecStageOutput_MEM;
						end
						else begin
							MEM_forwardA = 0;
							MEM_LogicA = 64'bx;
						end
					end
					STUR: begin
						if(Rd_RF == Rd_MEM)begin
							MEM_forwardB = 1;		
							MEM_LogicB = ExecStageOutput_MEM;
						end
						else begin
							MEM_forwardB = 0;
							MEM_LogicB = 64'bx;
						end
						if(Rn_RF == Rd_MEM)begin
							MEM_forwardA = 1;			
							MEM_LogicA = ExecStageOutput_MEM;
						end
						else begin
							MEM_forwardA = 0;
							MEM_LogicA = 64'bx;
						end
					end
					default: begin
						if(Rm_RF == Rd_MEM)begin
							MEM_forwardB = 1;		
							MEM_LogicB = ExecStageOutput_MEM;
						end
						else begin
							MEM_forwardB = 0;
							MEM_LogicB = 64'bx;
						end
						if(Rn_RF == Rd_MEM)begin
							MEM_forwardA = 1;			
							MEM_LogicA = ExecStageOutput_MEM;
						end
						else begin
							MEM_forwardA = 0;
							MEM_LogicA = 64'bx;
						end
					end
				endcase
		end
		LDUR:begin  
				casex(Opcode_RF)
					CBZ:begin
							MEM_forwardA = 0;
							MEM_LogicA  = 64'bx;
						if(Rd_RF == Rd_MEM)begin
							MEM_forwardB = 1;
							MEM_LogicB = DataFromMem;  
						end
						else begin
							MEM_forwardB = 0;
							MEM_LogicB = 64'bx;
						end
					end
					LSR, LDUR, ADDI: begin
							MEM_forwardB = 0;
							MEM_LogicB = 64'bx;
						if(Rn_RF == Rd_MEM)begin
							MEM_forwardA = 1;
							MEM_LogicA = DataFromMem;  
						end
						else begin
							MEM_forwardA = 0;
							MEM_LogicA = 64'bx;
						end
					end
					STUR: begin
						if(Rd_RF == Rd_MEM)begin
							MEM_forwardB = 1;		
							MEM_LogicB = DataFromMem;
						end
						else begin
							MEM_forwardB = 0;
							MEM_LogicB = 64'bx;
						end
						if(Rn_RF == Rd_MEM)begin
							MEM_forwardA = 1;			
							MEM_LogicA = DataFromMem;
						end
						else begin
							MEM_forwardA = 0;
							MEM_LogicA = 64'bx;
						end
					end
					default: begin
						if(Rm_RF == Rd_MEM)begin
							MEM_forwardB = 1;		
							MEM_LogicB = DataFromMem;
						end
						else begin
							MEM_forwardB = 0;
							MEM_LogicB = 64'bx;
						end
						if(Rn_RF == Rd_MEM)begin
							MEM_forwardA = 1;			
							MEM_LogicA = DataFromMem;
						end
						else begin
							MEM_forwardA = 0;
							MEM_LogicA = 64'bx;
						end
					end
				endcase
		end
		default: begin
			MEM_forwardA = 0;
			MEM_LogicA  = 64'bx;
			MEM_forwardB = 0;
			MEM_LogicB = 64'bx;
		end
	endcase
end
endmodule
==> changes_impl.md <==
### Physical design

* Worst r2r src: overflow_Flag
* Least-Margin Pin Slew at 0.866 ns
* Top-count cell post-synth: nor2_1
* Critical path class: in -> out
* TritonCTS clock tree: built
* Max Fclk at 74.7 MHz
* Synth Cell Area at 3160 um2
* Num rows at 61
* Die X at 188 um
* CP peak stage delay at 0.58 ns
* Switching pwr at 37.5 uW
* Final hold violation count at 0
* Crit path DAT at 8.41 ns
* Diode count at 0
* Inst Count DP at 1153
* DRC viols at 0
* Cell count after synthesis at 416
* EDFF count, synth at 0
* WP buf/inv at 4
* Max-cap violation count at 0
* Drt total wl at 21.7 mm
* Total track usage at 11.4%
* Maximum VDD drop at 0.0000201 V
* PwrDens at 19.0 nW/um2
* Sw frac at 26.7%
* Startpoint Class: primary input
* Worst R2R Setup Slack at 24.22 ns
* CP max FO at 36
* GPL Wtd Cong at 0.858
* Leakage at 2.37 nW
* Netlist cell types at 43
* H-tree levels at 1
* Layout area overhead at 134%
* Hold Startpoint: carryout_Flag
* Worst-path clk slew at 0.03 ns
* Biggest area cells: mux2i_1 (20%), o2bb2ai_1 (18%), a211oi_1 (15%)
* 1st-iter DRT viols at 117
* Relative slew slack at 42.0%
* Hold depth at 1
* First-pass GRT wire length at 31.7 mm
* Num CTS Buffers at 3
* RSZ-0062 raised after global routing: no
* Synth Register Bits at 4
* Yosys cell count at 416
* Critical path's top delay family: buffers and inverters
* Crit-path cells: clkdlybuf4s50_1 -> and4bb_1 -> nand3_2 -> nor2_8 -> buf_4 -> buf_4 -> mux2i_1 -> a211oi_1 -> clkdlybuf4s50_1
* Worst R2R Path Depth at 1
* CP startpoint: OPcode_MEM[3]
* Gates resized, CTS repair at 0
* CP Capture Type: primary output
* Hold_buf cts at 0
* Combinational power share at 77.7%
* Synth Area per Inst at 7.61 um2
* Postcts setup bufs at 0
* I/O pin total at 390
* Setup-failing EPs final at 0
* Fin cells at 1156
* CTS root buf: clkbuf_16
* Drt via density at 4.11
* Buffers on Ports at 389
* Cell type with the largest total area: mux2i_1
* Worst skew pair latency at 0.22 ns
* Antenna-violating nets left at 0
* Max Clock Skew at 0 ns
* Die H at 188 um
* Sequential share of the synthesized area at 2.53%
* Layout cells sized above 1 at 3.47%
* TritonCTS Sinks at 4
* Synthesis Warnings at 1
* Vias in the first global route at 5101
* Largest net degree at the start of global routing at 71
* Top cells by count: nor2_1 (73), o2bb2ai_1 (66), a211oi_1 (64), mux2i_1 (64), xor2_1 (18)
* Longest Clk Path Bufs at 2
* Sum Neg Setup Slack at 0 ns
* Fp util at 11.4%
* Worst Path Required at 19.92 ns
* Hold Crit Endpoint: carryout_Flag
* Max-area cell share at 20.2%
* Hold Path Class: reg -> reg
* Tmin final at 13.39 ns
* DR pass1 iterations at 4
* Synth async-reset ratio at 0%
* R2r endpoint: overflow_Flag
* Outcome: finished clean
* Yosys Chip Area at 3160 um2
* DR WL/cell at 18.8 um
* Flop pwr share at 4.8%
* Core area at 27800 um2
* Main flop type: dfxtp_1
* Post-DP HPWL at 18.2 mm
* Routed via count at 4749
* GRT overflow at 0
* Clock network power share at 17.5%
* Initial antenna violation count at 0
* Worst path slowest cell: buf_4
* Chip area at 35300 um2
* Cycle use final at 53.8%
* Tool warnings at 25
* P_int at 103 uW
* Final Max Tran Viols at 0
[layout make-up]
cell class | instances | area, um2
well taps | 378 | 473
flip-flops and latches | 4 | 80.1
inverters | 2 | 7.51
multi-input cells | 372 | 2810
clock buffers | 3 | 75.1
fillers | 2949 | 20400
repair buffers | 397 | 3950
[state kept, by name, summed over array words and instances (netlist names)]
signal	count
carryout_Flag	1
negative_Flag	1
overflow_Flag	1
zero_Flag	1
[kinds of logic after synthesis]
kind of cell              count (synthesis)  synth area share [%]
DFF                                       4                  2.53
and+or+nand+nor                         127                  20.2
buffers and inverters                    40                  9.53
muxes                                    69                  22.0
xor gates and xnor gates                 31                  8.58
AOI/OAI and AO/OA                       145                  37.1
[metrics by stage]
step | cell area (um2) | total power [mW] | setup slack (ns) | hold slack (ns) | utilization, %
finish | 7390 | 0.140 | 11.51 | 0.466 | 26.6
global route | 7390 | 0.150 | 11.37 | 0.487 | 26.6
CTS | 7390 | 0.143 | 11.50 | 0.468 | 26.6
detailed placement | 7320 | 0.117 | 11.50 | 0.461 | 26.3
global placement | 7320 | 0.117 | 11.50 | 0.456 | 26.3
floorplan | 3160 | 0.0305 | 13.74 | 0.433 | -
[power groups by stage]
| stage | Combinational [mW] | Sequential (mW) | Clock, mW |
|---|---|---|---|
| CTS | 0.111 | 0.00667 | 0.0249 |
| global route | 0.117 | 0.00668 | 0.0255 |
| finish | 0.109 | 0.00667 | 0.0246 |
[metal layers]
layer / vias up / global-route usage, % / part of all wire, %
met5: - / 0 / 0
met4: 0 / 1.91 / 1.8
met3: 18 / 3.60 / 8.4
met2: 233 / 19.9 / 50
met1: 2128 / 13.4 / 40
li1: 2370 / - / -
[worst max path at each step]
stage	end	cells after the start
CTS	Output_LogicA[41]	9
global route	Output_LogicA[41]	9
finish	Output_LogicA[41]	9
[placed cells by master, fill, tap and decap left out, types with 3 or more instances in the layout]
cell type | netlist | routed
clkdlybuf4s50_1 | 0 | 389
mux2i_1 | 64 | 64
and3_1 | 3 | 3
nand2_1 | 7 | 6
dfxtp_1 | 4 | 4
o2bb2ai_1 | 66 | 66
a211oi_1 | 64 | 64
and4bb_1 | 3 | 3
nor2b_1 | 3 | 3
a31oi_1 | 4 | 4
xnor2_1 | 13 | 13
clkbuf_16 | 0 | 3
xor2_1 | 18 | 18
nand4_1 | 3 | 3
nand3_1 | 11 | 10
a21oi_1 | 5 | 5
mux2_2 | 5 | 5
nor3_1 | 8 | 8
buf_4 | 0 | 8
nor2_1 | 73 | 72
No activity file was given, so power comes from the tool's default toggle rates.
