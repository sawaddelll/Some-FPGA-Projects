`./constraint.sdc`:
```
current_design MUX2by64_64

set clk_period 1.0
set clk_io_pct 0.2

create_clock -name clk0 -period $clk_period

set non_clock_inputs [all_inputs -no_clocks]
set_input_delay [expr $clk_period * $clk_io_pct] -clock clk0 $non_clock_inputs
set_output_delay [expr $clk_period * $clk_io_pct] -clock clk0 [all_outputs]
```
`./design.v`:
```
`timescale 1ns/10ps
module MUX2_1 (a, b, sel,  out);   
	output logic  out;   
	input  logic  a, b, sel;   
	logic i_a, i_b, not_sel;  
	parameter DELAY = 0.05;
	not #DELAY negateSel (not_sel, sel);
	and #DELAY ANDa (i_a, a, not_sel);
	and #DELAY ANDb (i_b, b, sel);
	or  #DELAY OR4out (out, i_a, i_b);  
endmodule 
module MUX2_1_testbench();
 logic i0, i1, sel;
 logic out;
 MUX2_1 dut (.a(i0), .b(i1), .sel, .out);
 initial begin
	 sel=0; i0=0; i1=0; #10;
	 sel=0; i0=0; i1=1; #10;
	 sel=0; i0=1; i1=0; #10;
	 sel=0; i0=1; i1=1; #10;
	 sel=1; i0=0; i1=0; #10;
	 sel=1; i0=0; i1=1; #10;
	 sel=1; i0=1; i1=0; #10;
	 sel=1; i0=1; i1=1; #10;
 end
endmodule 
`timescale 1ns/10ps
module MUX2by64_64 #(parameter WIDTH = 64) (regA, regB, sel, out);
	input logic [WIDTH - 1:0] regA, regB;
	input logic sel;
	output logic [WIDTH - 1:0] out;
	genvar i; 
	generate     
		for(i=0; i<WIDTH; i++) begin : eachbitMUX       
			MUX2_1 mux2_1 (.a(regA[i]), .b(regB[i]), .sel, .out(out[i]));
		end   
	endgenerate 
endmodule 
```
`./config.mk`:
```
export PLATFORM = sky130hd
export DESIGN_NAME = MUX2by64_64
export DESIGN_NICKNAME = MUX2by64_64
export VERILOG_FILES = /design/flow/design.v
export SDC_FILE = /design/flow/constraint.sdc
export NUM_CORES = 4
export LEC_CHECK = 1
export CORE_AREA = 10 10 95 95
export DIE_AREA = 0 0 105 105
```
`./run.sh`:
```
#!/bin/bash
# OpenROAD 26Q1-2900-gdf79404cd8, Yosys 0.63+post, stock flow scripts
make -C /OpenROAD-flow-scripts/flow DESIGN_CONFIG=/design/flow/config.mk WORK_HOME=/design/flow/orfs finish
```
==> results.txt <==
The flow completed. Subtracting the final worst setup slack from the clock period gives 1.10 ns. After technology mapping, the gate count stands at 135. Number of inserted diodes landed at 0. After layout, the clock buffer instance count stands at 0.

Number of library cell types mapped by synthesis landed at 5. The first global-routing pass estimated 9340 um of wire. Dividing the final minimum period by the clock period gives 1.10.

The layout has 751 filler cells. Leakage power landed at approximately 1.7 nW. Final routed wirelength across all metal layers landed at around 6300 um. Share of final-layout standard cells stronger than drive strength 1 landed at 0.522. STA puts the critical path data required time at approximately 0.80 ns. Largest net degree at the start of global routing landed at 8. TritonRoute output was used to compute an average wire per cell of 17.2 um.

Initial antenna violation count landed at 0. First-pass iteration count of the detailed router landed at 2. In the global route stage, overall resource usage came out at 0.105. Final worst slack landed at -0.0961 ns. The share of the core area taken by cells at floorplan is 0.226. The stage logs contain a warning count of 35. Cell count listed in synth_stat.txt landed at 135. Cell depth of the worst hold path landed at 3. The portion of synthesized area spent on multiplexers is 0.607.

Sequential-to-total area share from yosys stat landed at 0. In this run the count of I/O pins placed on the die edge is 193. The final reports fail on setup timing. In the final report, the number of pins over their slew limit comes to 0. In this run, the synthesized area fraction spent on xor and xnor cells is recorded as 0.

The worst hold path begins at regB[36]. Total number of vias landed at 1413. The worst setup path is launched from an input pin. The area growth from synthesis to layout is 99.0%. The final layout contains a sequential cell count of 0. Among the non-sequential cells, multiplexers take the most area.

Maximum fanout encountered on the critical timing path landed at 6. Count of max-cap constraint violations landed at 0. The layout stage reports a final design area of 3100 um^2.

Setup repair after global routing could not meet its margin everywhere. Die width landed at 105 um. Footprint of the multi-input gates landed at 961 um^2. Instance area after placement landed at 3050 um^2.

Worst stage delay on the critical path landed at 0.30 ns. Per STA, the library cell used most along the worst path is buf_16. Final global-route overflow total landed at 0.

The final timing report lists a hold violation count of 0. Headroom to the max-slew limit came out at 0.947. HPWL reported at the end of detailed placement landed at 5370 um. The chip area line in the Yosys stat output reads 1560 um^2. Weighted congestion reported at the end of routability-driven placement landed at 0.731. The script computed a power per unit cell area of between 300 and 400 nW/um^2.

The detailed router finished its first iteration with 17 violations. Synthesized area landed at around 1600 um^2. Vertical die dimension landed at 105 um. Count of placed standard cells including taps landed at ~360.

In the final layout, flip-flops and latches occupy 0 um^2. The routed layout reports a DRC error count of 0. Per the OpenROAD floorplan log, the area of the core is 6910 um^2.

Per the cell usage report, the commonest logic cell in the layout is dlygate4sd2_1. Per the synthesis report, the AND-OR/OR-AND share of the synthesized area is 0. By startpoint and endpoint, the worst setup path is classified as input pin to primary output.

Worst setup slack after placement landed at -0.538 ns. The die covers 11000 um^2. Via count of the first global-routing pass landed at about 1600. Largest vdd supply drop landed at between 0.1 and 0.15 mV. The timing report shows that the slowest cell on the worst path is mux2_4. The worst setup path is captured at a primary output. Total power landed at 1.23 mW. In the layout the commonest cells are 128 x dlygate4sd2_1, 64 x mux2_4, 45 x buf_6, 19 x buf_2, 8 x buf_16. Once detail routing completed, the nets flagged for antenna violations numbered 0.

Achievable frequency landed at around 0.91 GHz. The worst hold path terminates at out[36]. In this run, post-CTS hold repair placed 0 buffers. Endpoint arrival time on the critical path landed at 0.90 ns. The path class of the tightest hold or removal check is input pin to primary output. The flow ran to the end, but the final reports show violations. The transition time recorded at the tightest slew-check pin is 0.0789 ns. The cell-mix breakdown from Yosys lists the adder-cell area share as 0. The average instance in the mapped netlist occupies around 12 um^2. Number of standard cells in the final layout excluding fillers landed at 364. Listed in order, past its start point the critical path passes buf_16, buf_16, mux2_4, buf_6. Per the synthesis report, the simple-gate share of the synthesized area is 0. From the final report, the count of setup violators was given as between 60 and 70. For the final routed database, the setup TNS stands at -5.22 ns. Input and output buffers added on the ports amount to 193. Yosys warning tally landed at 0. The initialized floorplan defines 30 standard-cell rows. Using the TritonRoute via totals, the vias-per-cell ratio works out to 3.88.
cell usage after synthesis, drive strengths merged:
cell  count  area, um^2
buf      71         612
mux2     64         946
kinds of logic after synthesis:
logic type | count (synthesis)
muxes | 64
buffers and inverters | 71
layout make-up:
cell class	count	share of cell area
timing repair buffer	204	0.651
multi-input combinational	64	0.310
tap	96	0.0388
metrics by stage:
stage,util,hold WS [ns]
final,0.449,0.795
after global routing,0.449,0.808
after CTS,0.443,0.798
after detailed placement,0.442,1.33
after global placement,0.442,1.33
after floorplan,-,0.590
worst max-delay path, delay by kind of cell:
kind,cells,cell delay [ns]
muxes,1,0.30
buffers and inverters,3,0.40
repair_timing:
action / 4_1_cts / 5_1_grt
endpoints found under the setup margin: 64 / 64
hold endpoints to repair: 0 / 0
gates cloned: 7 / 0
gates resized: 384 / 6
buffers inserted: 0 / 0
metal layers:
| layer | vias to the layer above | global-route usage | routed length (um) |
|---|---|---|---|
| met5 | - | 0 | 0 |
| li1 | 670 | - | - |
| met2 | 110 | 0.194 | 3100 |
| met1 | 633 | 0.106 | 2330 |
| met3 | 0 | 0.0578 | 845 |
| met4 | 0 | 0 | 0 |
worst max path at each step:
stage,start,endpoint,cells past startpoint
4_1_cts,sel,out[0],4
5_1_grt,sel,out[46],4
6_report,sel,out[0],4
power breakdown:
part / total [mW] / internal, mW / switching (mW)
combinational: 1.23 / 0.948 / 0.282
sequential: 0 / 0 / 0
clock: 0 / 0 / 0
Power is estimated from default activity; no workload was simulated.
